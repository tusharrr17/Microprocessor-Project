**flow/config.mk**
```make
export PLATFORM = sky130hd
export DESIGN_NAME = EXECUTE_STAGE
export DESIGN_NICKNAME = EXECUTE_STAGE
export VERILOG_FILES = /design/flow/design.v
export SDC_FILE = /design/flow/constraint.sdc
export NUM_CORES = 4
export LEC_CHECK = 1
export CORE_AREA = 10 10 158 158
export DIE_AREA = 0 0 168 168
```
**flow/constraint.sdc**
```tcl
current_design EXECUTE_STAGE

set clk_period 36.5
set clk_io_pct 0.2

create_clock -name clk0 -period $clk_period

set non_clock_inputs [all_inputs -no_clocks]
set_input_delay [expr $clk_period * $clk_io_pct] -clock clk0 $non_clock_inputs
set_output_delay [expr $clk_period * $clk_io_pct] -clock clk0 [all_outputs]
```
**flow/design.v**
```verilog
module ALU_module (valuein1, valuein2, EXE_CMD, alu_module_output);
  input [32-1:0] valuein1, valuein2;
  input [2-1:0] EXE_CMD;
  output reg [32-1:0] alu_module_output;
  always @ ( * ) begin
    case (EXE_CMD)
      2'b01: alu_module_output <= valuein1 + valuein2;  
      2'b10: alu_module_output <= valuein1 - valuein2;  
      default: alu_module_output <= 0;
    endcase
  end
endmodule 
module EXECUTE_STAGE (clk, EXE_CMD, value1_select, value2_select, ST_val_sel, valuein1, valuein2, ALU_res_MEM, result_WB, ST_value_in, ALUResult, ST_value_out);
  input clk;
  input [2-1:0] value1_select, value2_select, ST_val_sel;
  input [2-1:0] EXE_CMD;
  input [32-1:0] valuein1, valuein2, ALU_res_MEM, result_WB, ST_value_in;
  output [32-1:0] ALUResult, ST_value_out;
  wire [32-1:0] ALU_val1, ALU_val2;
  mux_32_3input mux_val1 (
    .input1(valuein1),
    .input2(ALU_res_MEM),
    .in3(result_WB),
    .selector(value1_select),
    .outputfinal(ALU_val1)
  );
  mux_32_3input mux_val2 (
    .input1(valuein2),
    .input2(ALU_res_MEM),
    .in3(result_WB),
    .selector(value2_select),
    .outputfinal(ALU_val2)
  );
  mux_32_3input mux_ST_value (
    .input1(ST_value_in),
    .input2(ALU_res_MEM),
    .in3(result_WB),
    .selector(ST_val_sel),
    .outputfinal(ST_value_out)
  );
  ALU_module ALU_module(
    .valuein1(ALU_val1),
    .valuein2(ALU_val2),
    .EXE_CMD(EXE_CMD),
    .alu_module_output(ALUResult)
  );
endmodule  
module mux_32 (input1, input2, selector, outputfinal);
  input selector;
  input [31:0] input1, input2;
  output [31:0] outputfinal;
  assign outputfinal = (selector == 0) ? input1 : input2;
endmodule  
module mux_32_3input (input1, input2, in3, selector, outputfinal);
  input [31:0] input1, input2, in3;
  input [1:0] selector;
  output [31:0] outputfinal;
  assign outputfinal = (selector == 2'd0) ? input1 :
               (selector == 2'd1) ? input2 : in3;
endmodule  
module mux_5 (input1, input2, selector, outputfinal);
  input selector;
  input [4:0] input1, input2;
  output [4:0] outputfinal;
  assign outputfinal = (selector == 0) ? input1 : input2;
endmodule  
```
**flow/run.sh**
```bash
#!/bin/bash
# OpenROAD 26Q1-2900-gdf79404cd8, Yosys 0.63+post, stock flow scripts
make -C /OpenROAD-flow-scripts/flow DESIGN_CONFIG=/design/flow/config.mk WORK_HOME=/design/flow/orfs finish
```
==> results.ini <==
[sta]
tightest_slew_ns = 0.761
holdWs_ns = 15.58
setup_viol = 0
post-route-period-util_pct = 56.3
period_minus_slack_ns = 20.55
drv_slew = 0
finalSetupTns_ns = 0
finalHoldViolations = 0
rsz0062_at_grt = false
worst_slack_ns = 15.95
fmax_ghz = 0.0487
relSlewSlack_pct = 48.5

[floorplan]
dieArea_um2 = 28200
die_w_um = 168
core_um2 = 21700
initCoreUtil_pct = 20.6
num_rows = 54
die-height_um = 168
ios = 233

[routing]
via_per_inst = 4.70
drt_iter0_markers = 202
ant_nets = 0
wl_um = 20100
vias = 5321
wl_per_cell_um = 17.7
route.detailed.drc = 0
dr.pass1.iters = 4

[worst_setup_path]
start_kind = input pin
crit_path_end = ALUResult[30]
critical_path.endpoint_type = output pin
required_ns = 29.20
worstSetupStartpoint = value2_select[0]
arrival_ns = 13.25
path_max_fanout = 32
crit_type = input pin to output pin

[power]
vdd_drop_max_mv = 0.00776
leakage_nw = 2.97
power_density_nw_per_um2 = 21.1

[grt]
grt_overflow = 0
antenna_found_initial = 1
grt_usage_pct = 13.5
grt_max_degree = 65
use_met1_pct = 17.3
grt_pass1_wl_um = 30900
use_met3_pct = 3.00
first_global_vias = 5401
grt_busiest_layer = met2
grtUsageMet2_pct = 23.9

[min_path]
hp-class = input pin to output pin

[logic_synthesis]
synth_area_um2 = 4470
synth_warnings = 1
ys_cells = 653
yosys-top-cells-area = mux2i_1 21%, ha_1 9.8%, o21ai_0 9.1%
synth.avg_cell_area_um2 = 6.85
postSynthSeqShare_pct = 0
ys_chip_area_um2 = 4470
synth_cell_types = 56
synth_area_leader_cell = mux2i_1
synthDominantCellAreaShare_pct = 21.0
syn_inst = 653

[final_layout]
nClkBuffers = 0
drive_gt1_share_pct = 5.16
flops = 0
syn_to_final_growth_pct = 56.6
flop_area_um2 = 0

[place]
gp_congestion = 0.893
post-dp-hpwl_um = 16800
numPortBuffers = 232
place_worst_setup_slack_ns = 15.95

[clock_network]
ctsResizeCount = 0
hold_buffers = 0
post_cts_buffers = 0

[status]
status = completed

[flow_run]
warnings = 36
cap_violations = 0

==> cells in the final DEF (no fill, tap or decap), drive strengths merged, types with 3 or more instances in the layout <==
cell / Yosys / routed
and3: 8 / 8
a31oi: 8 / 8
nand2: 89 / 89
nand4: 7 / 7
o21a: 5 / 5
o21bai: 5 / 5
buf: 17 / 14
and2: 8 / 8
a311oi: 3 / 3
nand2b: 6 / 6
clkdlybuf4s50: 0 / 226
a21o: 20 / 20
nor3b: 3 / 3
nor3: 9 / 9
mux2: 22 / 22
nor2: 54 / 54
xnor2: 17 / 17
o21ai: 83 / 83
a211oi: 7 / 7
nor2b: 9 / 9
inv: 9 / 9
ha: 35 / 35
mux2i: 97 / 97
or2: 3 / 3
a21oi: 42 / 42
xor2: 34 / 34
==> metrics by stage <==
step                cell area, µm²  util [%]  std cells  total power, mW
global placement              7000      32.3       1132            0.149
CTS                           7000      32.3       1132            0.150
finish                        7000      32.3       1133            0.148
detailed placement            7000      32.3       1132            0.149
floorplan                     4470         -        653           0.0807
global route                  7000      32.3       1132            0.166
==> how the worst min path moves through the flow <==
stage,startpoint,to,slack (ns),cells past startpoint
after CTS,ST_value_in[7],ST_value_out[7],15.59,4
after global routing,result_WB[26],ST_value_out[26],15.63,4
final,ST_value_in[7],ST_value_out[7],15.58,4
==> final cells by class <==
class,count,area (µm²)
fillers,2295,14700
multi-input cells,603,4260
well taps,280,350
diodes,1,2.50
repair buffers,240,2350
inverters,9,33.8
==> cell usage after synthesis, types with 10 or more instances <==
cell      instances
xnor2_1          16
a21oi_1          42
o21ai_0          81
buf_1            10
xor2_1           34
nand2_1          89
a21o_1           20
ha_1             35
nor2_1           54
clkbuf_1         24
mux2i_1          94
mux2_2           12
==> logic make-up (layout without fill, tap and decap cells) <==
group | Yosys count | after routing | synth area share [%]
and+or+nand+nor | 204 | 204 | 21.3
AOI/OAI and AO/OA | 193 | 193 | 25.8
muxes | 119 | 119 | 27.8
xor gates and xnor gates | 51 | 51 | 10.2
buffers and inverters | 50 | 249 | 4.67
adders and majority gates | 36 | 36 | 10.2
other | 0 | 1 | 0
==> where the power goes <==
group / total [mW] / internal [mW] / switching [mW]
clock network: 0.00000000367 / 0.00000000366 / 0
registers: 0 / 0 / 0
logic: 0.148 / 0.0798 / 0.0680
==> worst max-delay path, stage by stage <==
cell	delay, ns
buf_2	0.07
buf_4	0.46
mux2_1	0.39
mux2i_2	0.30
nand4_2	0.23
nor4_4	0.52
and3_1	0.35
and2b_1	0.24
a41oi_1	0.16
xor2_1	0.19
ha_1	0.25
or3_1	0.41
a211oi_1	0.29
o21bai_1	0.16
a2111oi_0	0.58
a21oi_1	0.23
a311oi_1	0.33
mux2_1	0.35
clkdlybuf4s50_1	0.44
==> layer usage <==
layer	wire length [µm]	vias up	share of wire, %
met1	8850	2389	44
met2	9780	158	49
met4	12	0	0.060
met3	1420	2	7.1
met5	0	-	0
li1	-	2772	-
Power and IR drop assume default switching activity.
