$ cat ./run.sh
#!/bin/bash
# OpenROAD 26Q1-2900-gdf79404cd8, Yosys 0.63+post, stock flow scripts
make -C /OpenROAD-flow-scripts/flow DESIGN_CONFIG=/design/flow/config.mk WORK_HOME=/design/flow/orfs finish
$ cat ./config.mk
export PLATFORM = sky130hd
export DESIGN_NAME = INSTRUCT_FETCH
export DESIGN_NICKNAME = INSTRUCT_FETCH
export VERILOG_FILES = /design/flow/design.v
export SDC_FILE = /design/flow/constraint.sdc
export NUM_CORES = 4
export LEC_CHECK = 1
export CORE_UTILIZATION = 40
$ cat ./constraint.sdc
current_design INSTRUCT_FETCH

set clk_period 13.8
set clk_io_pct 0.2

create_clock -name clk0 -period $clk_period [get_ports {clk}]

set non_clock_inputs [all_inputs -no_clocks]
set_input_delay [expr $clk_period * $clk_io_pct] -clock clk0 $non_clock_inputs
set_output_delay [expr $clk_period * $clk_io_pct] -clock clk0 [all_outputs]
$ cat ./design.v
module INSTRUCT_FETCH (clk, reset, brTaken, brOffset, freeze, programrun_counter, instruction);
  input clk, reset, brTaken, freeze;
  input [32-1:0] brOffset;
  output [32-1:0] programrun_counter, instruction;
  wire [32-1:0] adderIn1, adder4Out,adderoffOut, brOffserTimes4,adderOut;
  adder_module add4 (  
    .input1(32'd4),
    .input2(programrun_counter),
    .outputfinal(adder4Out)
  );
  adder_module addoff(  
    .input1(brOffserTimes4),
    .input2(programrun_counter),
    .outputfinal(adderoffOut)
  );
  mux_32 adderInput (  
    .input1(adder4Out),
    .input2(adderoffOut),
    .selector(brTaken),
    .outputfinal(adderOut)
  );
  REGISTER PCReg (
    .clk(clk),
    .reset(reset),
    .write_enabled(~freeze),
    .register_inputvalue(adderOut),
    .register_outputvalue(programrun_counter)
  );
  INSTRUCT_MEMORY instructions (  
    .reset(reset),
    .addr(programrun_counter),
    .instruction(instruction)
  );
  assign brOffserTimes4 = brOffset << 2;
endmodule  
module adder_module (input1, input2, outputfinal);
  input [32-1:0] input1, input2;
  output [32-1:0] outputfinal;
  assign outputfinal = input1 + input2;  
endmodule 
module INSTRUCT_MEMORY (reset, addr, instruction);
    input reset;
    input [32-1:0] addr;
    output [32-1:0] instruction;
    wire [$clog2(1024)-1:0] address = addr[$clog2(1024)-1:0];
    reg [8-1:0] instMem [0:1024-1];
    always @ (*) begin
        if (reset) begin
            instMem[0] <= 8'b10000000;   
            instMem[1] <= 8'b00100000;
            instMem[2] <= 8'b00000000;
            instMem[3] <= 8'b00000110;
            instMem[4] <= 8'b10000000;   
            instMem[5] <= 8'b01000000;
            instMem[6] <= 8'b00000000;
            instMem[7] <= 8'b00000001;
            instMem[8] <= 8'b10000000;   
            instMem[9] <= 8'b01100000;
            instMem[10] <= 8'b00000000;
            instMem[11] <= 8'b00000001;
            instMem[12] <= 8'b10000000;   
            instMem[13] <= 8'b01000010;
            instMem[14] <= 8'b00000000;
            instMem[15] <= 8'b00000001;
            instMem[16] <= 8'b10000000;   
            instMem[17] <= 8'b10000000;
            instMem[18] <= 8'b00000000;
            instMem[19] <= 8'b00000000;
            instMem[20] <= 8'b10000000;   
            instMem[21] <= 8'b10100000;
            instMem[22] <= 8'b00000000;
            instMem[23] <= 8'b00000000;
            instMem[24] <= 8'b10000000;   
            instMem[25] <= 8'b10000100;
            instMem[26] <= 8'b00000000;
            instMem[27] <= 8'b00000001;
            instMem[28] <= 8'b00001000;   
            instMem[29] <= 8'b10100101;
            instMem[30] <= 8'b00011000;
            instMem[31] <= 8'b00000000;
            instMem[32] <= 8'b10010100;   
            instMem[33] <= 8'b01000100;
            instMem[34] <= 8'b11111111;
            instMem[35] <= 8'b11111101;
            instMem[36] <= 8'b10000000;   
            instMem[37] <= 8'b01100101;
            instMem[38] <= 8'b00000000;
            instMem[39] <= 8'b00000000;
            instMem[40] <= 8'b10010100;   
            instMem[41] <= 8'b01000001;
            instMem[42] <= 8'b11111111;
            instMem[43] <= 8'b11111000;
        end
    end
  assign instruction = {instMem[address], instMem[address + 1], instMem[address + 2], instMem[address + 3]};
endmodule  
module mux_32 (input1, input2, selector, outputfinal);
  input selector;
  input [31:0] input1, input2;
  output [31:0] outputfinal;
  assign outputfinal = (selector == 0) ? input1 : input2;
endmodule  
module mux_32_3input (input1, input2, in3, selector, outputfinal);
  input [31:0] input1, input2, in3;
  input [1:0] selector;
  output [31:0] outputfinal;
  assign outputfinal = (selector == 2'd0) ? input1 :
               (selector == 2'd1) ? input2 : in3;
endmodule  
module mux_5 (input1, input2, selector, outputfinal);
  input selector;
  input [4:0] input1, input2;
  output [4:0] outputfinal;
  assign outputfinal = (selector == 0) ? input1 : input2;
endmodule  
module REGISTER (clk, reset, write_enabled, register_inputvalue, register_outputvalue);
  input clk, reset, write_enabled;
  input [32-1:0] register_inputvalue;
  output reg [32-1:0] register_outputvalue;
  always @ (posedge clk) begin
    if (reset == 1) register_outputvalue <= 0;
    else if (write_enabled) register_outputvalue <= register_inputvalue;
  end
endmodule  
==> changes_impl.md <==
### Physical design

- Status: completed
- Core box area: slightly below 8000 sq um
- Ys cells: 453
- Power Dens Cells: between 70 and 80 nW/um^2
- Initial antenna violation count: 0
- Post-route insts no fill: around 610
- Fmax achieved: about 170 MHz
- Crit-path leading delay family: AND-OR/OR-AND gates
- CTS Buf Count: 5
- Vias/cell: around 5.4
- Most flop-heavy register: PCReg.register_outputvalue
- CP max-delay cell: clkdlybuf4s50_1
- Util after Layout: between 50% and 60%
- Sequential share of the synthesized area: about 18%
- GRT Util Overall: 22.1%
- Via count: around 3,300
- Syn-to-layout area delta: 27.2%
- Mapped cell area: about 3300 sq um
- DP Wirelength: between 6 and 7 mm
- Largest regs: PCReg.register_outputvalue: 30 flops
- DIE WIDTH: 92.7 microns
- Worst path bufs/invs: 2
- Clk sink count: 30
- Top cells excl fill/tap: 90 x clkdlybuf4s50_1, 53 x nand2_1, 45 x a21oi_1, 31 x and2_1, 30 x dfxtp_1
- Top comb family, area: AND-OR/OR-AND gates
- Critical Path Sink Type: register
- Int Pwr: between 0.15 and 0.2 mW
- Finish-stage setup viols: 0
- Per-cell routed wire length: approximately 15 microns
- Critical path class: primary input to register
- Die Ht: roughly 93 microns
- Clk pwr share: 23.7%
- Worst min path class: register to register
- Std cell rows: 32
- Routed Antenna Nets: 0
- CTS-repair resized insts: 0
- DRC: 0
- Leak pwr: ~1.7 nW
- Slew headroom: between 40% and 50%
- CP peak stage delay: approximately 0.46 ns
- Final WL: 9.17 mm
- Worst Path Max Fanout: 30
- Overflow after GRT: 0
- CTS tree: built
- Post-Synthesis Cells: 453
- ANT cells: 0
- Critical Path RT: 14.04 ns
- Worst endpoint data arrival time: about 6 ns
- Tally of OpenROAD warnings: 27
- XOR Share, Synth: under 10%
- Syn Area/Cell: 7.26 sq um
- Worst VDD drop: just under 0.04 mV
- Initial DRC Count: 131
- First-pass DRT Iterations: 4
- FFs w/ async S/R, synth: 0%
- Number of enable flip-flop cells: 0
- Unique cell types: around 61
- Area reported by Yosys stat: about 3300 sq um
- Largest net degree at the start of global routing: 31
- Hold path startpoint: PCReg.register_outputvalue[29]$_SDFFE_PP0N_
- Final Slew Violations: 0
- Number of I/O pins: roughly 100
- Post-synth regs: 30
- CP Cell Sequence: clkdlybuf4s50_1, buf_4, nand2b_1, ha_1, fa_1, a211oi_1, o21bai_1, a2111o_1, nand3_1, a21oi_1, nor3_1, o21ba_2
- Placed insts: about 610
- Max_cap viols: 0
- Sw Share: between 30% and 40%
- Min cycle time layout: ~5.7 ns
- Max FFs per register: 30
- CTS clock-pin slew for the worst setup and hold paths: around 0.070 ns
- Post-CTS Setup Bufs: 0
- Clock Tree Root: clkbuf_8
- Chip area: between 8000 and 9000 sq um
- RD Place Congestion: around 0.92
- Critical path launch point type: primary input
- CTS Hold Bufs: 0
- Yosys adder share: between 10% and 20%
- Combinational cell fraction of total power: 42.4%
- Yosys warning total: between 7,000 and 8,000
- Max clock buf depth: 2
- Synth Flop Type: dfxtp_1
- Slew at the pin with the worst max-slew slack: 0.867 ns
- R2r startpoint: PCReg.register_outputvalue[2]$_SDFFE_PP0N_
- Synth Area in Simple Gates: between 20% and 30%
- Htree depth: 2
- Mux share: about 1.4%
- Pre-Place Util: a little over two fifths
- Clk ins delay skew pair: roughly 0.29 ns
- Critical Path Start: brTaken
- Fin Setup TNS: 0 ns
- Share of power burned in registers: about a third
- Area fraction in compound gates: 28.0%
- RSZ-0062 raised after global routing: no
- Final Skew: just over 0.004 ns
- IO Port Bufs: 90
- Share of cells above drive strength 1: under 10%
- Switching Power: between 0.1 and 0.15 mW
- Top cell excl fill/tap: clkdlybuf4s50_1
- First-pass GRT wire length: around 15 mm
- Final hold violation count: 0
- Final Cycle Share: a little over two fifths
- Vias in the first global route: between 3,000 and 4,000
layout make-up:
cell class	instances	area (sq um)
Clock inverter	2	10.0
Sequential cell	30	601
Fill cell	767	3660
Multi-Input combinational cell	372	2420
Tap cell	102	128
Timing Repair Buffer	93	923
Clock buffer	5	68.8
Inverter	10	37.5
worst min-delay path, stage by stage (launching register included):
cell	delay [ns]
dfxtp_1	0.32
nand2_1	0.05
o21ai_1	0.05
Yosys cell counts (2+ instances only):
cell type / instances / area [sq um]
buf_4: 17 / 128
a211o_1: 3 / 26.3
o21ai_1: 8 / 40.0
and2_1: 31 / 194
nor4_1: 7 / 43.8
or2_2: 5 / 31.3
a221oi_1: 2 / 17.5
nand3_1: 10 / 50.1
a21oi_1: 45 / 225
o21a_2: 2 / 17.5
nor3_1: 9 / 45.0
ha_1: 29 / 363
a31oi_1: 5 / 31.3
buf_2: 7 / 35.0
dfxtp_1: 30 / 601
nor3b_1: 2 / 15.0
nor2_1: 26 / 97.6
and3_1: 5 / 31.3
a21o_1: 16 / 120
nor2b_1: 3 / 18.8
nand4_1: 6 / 37.5
o22ai_1: 3 / 18.8
o21bai_1: 8 / 60.1
a211oi_1: 7 / 52.6
xnor2_1: 10 / 87.6
o21ai_0: 16 / 80.1
inv_1: 10 / 37.5
and4_1: 3 / 26.3
xor2_1: 11 / 96.3
a22oi_1: 2 / 15.0
mux2i_1: 3 / 30.0
nand2_1: 53 / 199
clkbuf_1: 22 / 82.6
nand3b_1: 2 / 15.0
nand2b_1: 5 / 31.3
o21a_1: 5 / 37.5
power groups by stage:
stage / combinational [mW] / clock, mW / sequential, mW
6_report: 0.129 / 0.0719 / 0.103
5_1_grt: 0.143 / 0.0788 / 0.105
4_1_cts: 0.129 / 0.0748 / 0.103
path summary, 6_finish.rpt:
path	end	slack, ns	cells after the start
hold reg to reg	PCReg.register_outputvalue[29]$_SDFFE_PP0N_	0.47	2
setup / recovery	PCReg.register_outputvalue[26]$_SDFFE_PP0N_	8.05	12
hold / removal	PCReg.register_outputvalue[29]$_SDFFE_PP0N_	0.47	2
setup reg to reg	PCReg.register_outputvalue[26]$_SDFFE_PP0N_	10.86	9
metal layers:
metal | share of wire [%] | GRT usage, % | vias to the layer above
met2 | 42 | 32.8 | 113
met4 | 0.62 | 2.31 | 0
met3 | 6.3 | 2.76 | 5
met1 | 51 | 35.6 | 1468
met5 | 0 | 0 | -
li1 | - | - | 1713
cells by family after synthesis:
| family | after synthesis |
|---|---|
| AND-OR/OR-AND | 140 |
| multiplexers | 4 |
| other | 1 |
| adder cells (fa/ha/maj) | 30 |
| XOR/XNOR | 21 |
| AND/OR/NAND/NOR | 170 |
| buffers and inverters | 57 |
| flip-flops | 30 |
metrics by stage:
| step | hold WS [ns] | instance area (sq um) | setup WS (ns) | power (mW) |
|---|---|---|---|---|
| final | 0.474 | 4190 | 8.05 | 0.304 |
| after global routing | 0.501 | 4190 | 7.87 | 0.326 |
| after CTS | 0.475 | 4190 | 8.08 | 0.307 |
| after detailed placement | 0.464 | 4110 | 7.80 | 0.233 |
| after global placement | 0.463 | 4110 | 7.79 | 0.234 |
| after floorplan | 0.430 | 3310 | 8.71 | 0.180 |
Power and IR drop assume default switching activity.
